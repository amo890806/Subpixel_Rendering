**./config.mk**
```make
export PLATFORM = sky130hd
export DESIGN_NAME = spr_core
export DESIGN_NICKNAME = spr_core
export VERILOG_FILES = /design/flow/design.v
export SDC_FILE = /design/flow/constraint.sdc
export NUM_CORES = 4
export LEC_CHECK = 1
export CORE_UTILIZATION = 40
```
**./constraint.sdc**
```tcl
current_design spr_core

set clk_period 9.6
set clk_io_pct 0.2

create_clock -name clk0 -period $clk_period [get_ports {clk}]

set non_clock_inputs [all_inputs -no_clocks]
set_input_delay [expr $clk_period * $clk_io_pct] -clock clk0 $non_clock_inputs
set_output_delay [expr $clk_period * $clk_io_pct] -clock clk0 [all_outputs]
```
**./design.v**
```verilog
module core_l (
    input clk,
    input i_hs,
    input i_vs,
    input en,
    input spr_seperate_case,
    input is_boarder,
    input is_original,
    input [13:0] pValue_border,
    input [13:0] pValue2_edge,
    input [13:0] pValue3_edge,
    input [13:0] pValue4_edge,
    input [13:0] pValue5_edge,
    input [3:0] is_edge,
    input [11:0] prev,
    input [11:0] curr,
    output [10:0] core_out
);
wire is_special_case_w;
reg is_special_case_r;
assign is_special_case_w = (spr_seperate_case) ? (is_boarder || is_edge[3] || is_edge[2] || is_edge[1] || is_edge[0]) : is_original;
wire [11:0] add1, add2;
wire [12:0] add_w;
reg [12:0] add_r;
assign add1 = prev;
assign add2 = curr;
assign add_w = add1 + add2;
wire [12:0] mult1;
reg [13:0] mult2;
wire [19:0] mult_w;
reg [11:0] mult_r;
assign mult1 = add_r;
assign mult_w = mult1 * mult2;
wire [11:0] add_shift_w;
reg [11:0] add_shift_r;
assign add_shift_w = add_r>>1;
assign core_out = (is_special_case_r) ? ((mult_r[11])?11'b111_1111_1111:mult_r[10:0]) : add_shift_r>>1;
always @(*) begin
    if(spr_seperate_case)begin
        if(is_boarder)begin
            mult2 = pValue_border;
        end
        else begin
            case (is_edge)
                4'b1000: begin
                    mult2 = pValue2_edge;
                end
                4'b0100: begin
                    mult2 = pValue3_edge;
                end
                4'b0010: begin
                    mult2 = pValue4_edge;
                end
                4'b0001: begin
                    mult2 = pValue5_edge;
                end
                default: begin
                    mult2 = pValue2_edge;
                end
            endcase
        end
    end
    else begin
        mult2 = pValue2_edge;
    end
end
always @(posedge clk) begin
    if(!i_hs || !i_vs)begin
        mult_r <= 0;
    end
    else if(en)begin
        mult_r <= mult_w>>8;
    end
end
always @(posedge clk) begin
    if(!i_hs || !i_vs)begin
        add_r <= 0;
        add_shift_r <= 0;
        is_special_case_r <= 0;
    end
    else begin
        add_r <= add_w;
        add_shift_r <= add_shift_w;
        is_special_case_r <= is_special_case_w;
    end
end
endmodule
module core_r (
    input clk,
    input i_hs,
    input i_vs,
    input en,
    input spr_seperate_case,
    input is_original,
    input [13:0] pValue2_edge,
    input [13:0] pValue3_edge,
    input [13:0] pValue4_edge,
    input [13:0] pValue5_edge,
    input [3:0] is_edge,
    input [11:0] prev,
    input [11:0] curr,
    output [10:0] core_out
);
wire is_special_case_w;
reg is_special_case_r;
assign is_special_case_w = (spr_seperate_case) ? (is_edge[3] || is_edge[2] || is_edge[1] || is_edge[0]) : is_original;
wire [11:0] add1, add2;
wire [12:0] add_w;
reg [12:0] add_r;
assign add1 = prev;
assign add2 = curr;
assign add_w = add1 + add2;
wire [12:0] mult1;
reg [13:0] mult2;
wire [19:0] mult_w;
reg [11:0] mult_r;
assign mult1 = add_r;
assign mult_w = mult1 * mult2;
wire [11:0] add_shift_w;
reg [11:0] add_shift_r;
assign add_shift_w = add_r>>1;
assign core_out = (is_special_case_r) ? ((mult_r[11])?11'b111_1111_1111:mult_r[10:0]) : add_shift_r>>1;
always @(*) begin
    if(spr_seperate_case)begin
            case (is_edge)
                4'b1000: begin
                    mult2 = pValue2_edge;
                end
                4'b0100: begin
                    mult2 = pValue3_edge;
                end
                4'b0010: begin
                    mult2 = pValue4_edge;
                end
                4'b0001: begin
                    mult2 = pValue5_edge;
                end
                default: begin
                    mult2 = pValue2_edge;
                end
            endcase
    end
    else begin
        mult2 = pValue2_edge;
    end
end
always @(posedge clk) begin
    if(!i_hs || !i_vs)begin
        mult_r <= 0;
    end
    else if(en)begin
        mult_r <= mult_w>>8;
    end
end
always @(posedge clk) begin
    if(!i_hs || !i_vs)begin
        add_r <= 0;
        add_shift_r <= 0;
        is_special_case_r <= 0;
    end
    else begin
        add_r <= add_w;
        add_shift_r <= add_shift_w;
        is_special_case_r <= is_special_case_w;
    end
end
endmodule
module special_case_detect_l (
    input clk,
    input i_hs,
    input i_vs,
    input is_first_pixel,
    input [11:0] spr_thr_edge,
    input [11:0] prev,
    input [11:0] curr,
    input [11:0] next,
    output is_boarder,
    output is_original,
    output [3:0] is_edge
);
wire is_original_w;
reg is_original_r;
wire [3:0] is_edge_w;
reg [3:0] is_edge_r;
wire is_boarder_w;
reg is_boarder_r;
wire [12:0] curr_prev_diff_w, curr_next_diff_w;
wire [12:0] abs_curr_prev_diff_w, abs_curr_next_diff_w;
reg edge_2_flag, edge_3_flag, edge_4_flag, edge_5_flag;
assign is_original_w = (prev == 0) ^ (curr == 0);
assign is_boarder_w = is_first_pixel;
assign is_original = is_original_r;
assign is_boarder = is_boarder_r;
assign is_edge_w = {edge_2_flag, edge_3_flag, edge_4_flag, edge_5_flag};
assign curr_prev_diff_w = curr - prev;
assign curr_next_diff_w = curr - next;
assign is_edge = is_edge_r;
assign abs_curr_prev_diff_w = ~curr_prev_diff_w+1;
assign abs_curr_next_diff_w = (curr_next_diff_w[12]) ? ~curr_next_diff_w+1 : curr_next_diff_w;
always @(*) begin
    edge_2_flag = (curr_prev_diff_w[12]) ? 0 : ((curr_prev_diff_w>>4 >= spr_thr_edge)&&(abs_curr_next_diff_w>>4 >= spr_thr_edge));
    edge_3_flag = (curr_prev_diff_w[12]) ? 0 : ((curr_prev_diff_w>>4 >= spr_thr_edge)&&(abs_curr_next_diff_w>>4 < spr_thr_edge));
    edge_4_flag = (curr_prev_diff_w[12]) ? ((abs_curr_prev_diff_w>>4 >= spr_thr_edge)&&(abs_curr_next_diff_w>>4 <= spr_thr_edge)) : 0;
    edge_5_flag = (curr_prev_diff_w[12]) ? ((abs_curr_prev_diff_w>>4 >= spr_thr_edge)&&(abs_curr_next_diff_w>>4 > spr_thr_edge)) : 0;
end
always @(posedge clk) begin
    if(!i_hs || !i_vs)begin
        is_original_r <= 0;
        is_boarder_r <= 0;
	is_edge_r <= 0;
    end
    else begin
        is_original_r <= is_original_w;
        is_boarder_r <= is_boarder_w;
	is_edge_r <= is_edge_w;
    end
end
endmodule
module special_case_detect_r (
    input clk,
    input i_hs,
    input i_vs,
    input [11:0] spr_thr_edge,
    input [11:0] prev,
    input [11:0] curr,
    input [11:0] next,
    output is_original,
    output [3:0] is_edge
);
wire is_original_w;
reg is_original_r;
wire [3:0] is_edge_w;
reg [3:0] is_edge_r;
wire [12:0] curr_prev_diff_w, curr_next_diff_w;
wire [12:0] abs_curr_prev_diff_w, abs_curr_next_diff_w;
reg edge_2_flag, edge_3_flag, edge_4_flag, edge_5_flag;
assign is_original_w = (prev == 0) ^ (curr == 0);
assign is_original = is_original_r;
assign is_edge_w = {edge_2_flag, edge_3_flag, edge_4_flag, edge_5_flag};
assign curr_prev_diff_w = curr - prev;
assign curr_next_diff_w = curr - next;
assign is_edge = is_edge_r;
assign abs_curr_prev_diff_w = ~curr_prev_diff_w+1;
assign abs_curr_next_diff_w = (curr_next_diff_w[12]) ? ~curr_next_diff_w+1 : curr_next_diff_w;
always @(*) begin
    edge_2_flag = (curr_prev_diff_w[12]) ? 0 : ((curr_prev_diff_w>>4 >= spr_thr_edge)&&(abs_curr_next_diff_w>>4 >= spr_thr_edge));
    edge_3_flag = (curr_prev_diff_w[12]) ? 0 : ((curr_prev_diff_w>>4 >= spr_thr_edge)&&(abs_curr_next_diff_w>>4 < spr_thr_edge));
    edge_4_flag = (curr_prev_diff_w[12]) ? ((abs_curr_prev_diff_w>>4 >= spr_thr_edge)&&(abs_curr_next_diff_w>>4 <= spr_thr_edge)) : 0;
    edge_5_flag = (curr_prev_diff_w[12]) ? ((abs_curr_prev_diff_w>>4 >= spr_thr_edge)&&(abs_curr_next_diff_w>>4 > spr_thr_edge)) : 0;
end
always @(posedge clk) begin
    if(!i_hs || !i_vs)begin
        is_original_r <= 0;
	is_edge_r <= 0;
    end
    else begin
        is_original_r <= is_original_w;
	is_edge_r <= is_edge_w;
    end
end
endmodule
module spr_core (
    input clk,
    input i_hs,
    input i_vs,
    input en,
    input spr_seperate_case,
    input is_first_pixel,
    input odd_even_flag,
    input [11:0] spr_thr_edge_r,
    input [13:0] pValue2_edge_r,
    input [13:0] pValue3_edge_r,
    input [13:0] pValue4_edge_r,
    input [13:0] pValue5_edge_r,
    input [13:0] pValue_border_r,
    input [11:0] spr_thr_edge_b,
    input [13:0] pValue2_edge_b,
    input [13:0] pValue3_edge_b,
    input [13:0] pValue4_edge_b,
    input [13:0] pValue5_edge_b,
    input [13:0] pValue_border_b,
    input [59:0] spr_core_in_r,    
    input [59:0] spr_core_in_b,    
    output [21:0] spr_core_out_r,       
    output [21:0] spr_core_out_b
);
wire [11:0] spr_core_prev_0_r, spr_core_prev_1_r; 
wire [11:0] spr_core_curr_0_r, spr_core_curr_1_r; 
wire [11:0] spr_core_next_0_r, spr_core_next_1_r;
wire [11:0] spr_core_prev_0_b, spr_core_prev_1_b; 
wire [11:0] spr_core_curr_0_b, spr_core_curr_1_b; 
wire [11:0] spr_core_next_0_b, spr_core_next_1_b;
wire is_boarder_0_r;
wire is_original_0_r, is_original_1_r;
wire [3:0] is_edge_0_r, is_edge_1_r;
wire is_boarder_0_b;
wire is_original_0_b, is_original_1_b;
wire [3:0] is_edge_0_b, is_edge_1_b;
wire [10:0] core_out_0_r, core_out_1_r;
wire [10:0] core_out_0_b, core_out_1_b;
assign spr_core_out_r = {core_out_1_r, core_out_0_r};
assign spr_core_out_b = {core_out_1_b, core_out_0_b};
assign spr_core_prev_0_r = spr_core_in_r[11:0];
assign spr_core_curr_0_r = spr_core_in_r[23:12];
assign spr_core_next_0_r = spr_core_in_r[35:24];
assign spr_core_prev_1_r = spr_core_in_r[35:24];
assign spr_core_curr_1_r = spr_core_in_r[47:36];
assign spr_core_next_1_r = spr_core_in_r[59:48];
assign spr_core_prev_0_b = spr_core_in_b[11:0];
assign spr_core_curr_0_b = spr_core_in_b[23:12];
assign spr_core_next_0_b = spr_core_in_b[35:24];
assign spr_core_prev_1_b = spr_core_in_b[35:24];
assign spr_core_curr_1_b = spr_core_in_b[47:36];
assign spr_core_next_1_b = spr_core_in_b[59:48];
wire is_first_pixel_r, is_first_pixel_b;
assign is_first_pixel_r = (odd_even_flag) ? 0 : is_first_pixel;
assign is_first_pixel_b = (odd_even_flag) ? is_first_pixel : 0;
special_case_detect_l scd_0_r(
    .clk(clk),
    .i_hs(i_hs),
    .i_vs(i_vs),
    .is_first_pixel(is_first_pixel_r),
    .spr_thr_edge(spr_thr_edge_r),
    .prev(spr_core_prev_0_r),
    .curr(spr_core_curr_0_r),
    .next(spr_core_next_0_r),
    .is_boarder(is_boarder_0_r),
    .is_original(is_original_0_r),
    .is_edge(is_edge_0_r)
);
special_case_detect_r scd_1_r(
    .clk(clk),
    .i_hs(i_hs),
    .i_vs(i_vs),
    .spr_thr_edge(spr_thr_edge_r),
    .prev(spr_core_prev_1_r),
    .curr(spr_core_curr_1_r),
    .next(spr_core_next_1_r),
    .is_original(is_original_1_r),
    .is_edge(is_edge_1_r)
);
core_l c_0_r(
    .clk(clk),
    .i_hs(i_hs),
    .i_vs(i_vs),
    .en(en),
    .spr_seperate_case(spr_seperate_case),
    .is_boarder(is_boarder_0_r),
    .is_original(is_original_0_r),
    .is_edge(is_edge_0_r),
    .pValue_border(pValue_border_r),
    .pValue2_edge(pValue2_edge_r),
    .pValue3_edge(pValue3_edge_r),
    .pValue4_edge(pValue4_edge_r),
    .pValue5_edge(pValue5_edge_r),
    .prev(spr_core_prev_0_r),
    .curr(spr_core_curr_0_r),
    .core_out(core_out_0_r)
);
core_r c_1_r(
    .clk(clk),
    .i_hs(i_hs),
    .i_vs(i_vs),
    .en(en),
    .spr_seperate_case(spr_seperate_case),
    .is_original(is_original_1_r),
    .is_edge(is_edge_1_r),
    .pValue2_edge(pValue2_edge_r),
    .pValue3_edge(pValue3_edge_r),
    .pValue4_edge(pValue4_edge_r),
    .pValue5_edge(pValue5_edge_r),
    .prev(spr_core_prev_1_r),
    .curr(spr_core_curr_1_r),
    .core_out(core_out_1_r)
);
special_case_detect_l scd_0_b(
    .clk(clk),
    .i_hs(i_hs),
    .i_vs(i_vs),
    .spr_thr_edge(spr_thr_edge_b),
    .is_first_pixel(is_first_pixel_b),
    .prev(spr_core_prev_0_b),
    .curr(spr_core_curr_0_b),
    .next(spr_core_next_0_b),
    .is_boarder(is_boarder_0_b),
    .is_original(is_original_0_b),
    .is_edge(is_edge_0_b)
);
special_case_detect_r scd_1_b(
    .clk(clk),
    .i_hs(i_hs),
    .i_vs(i_vs),
    .spr_thr_edge(spr_thr_edge_b),
    .prev(spr_core_prev_1_b),
    .curr(spr_core_curr_1_b),
    .next(spr_core_next_1_b),
    .is_original(is_original_1_b),
    .is_edge(is_edge_1_b)
);
core_l c_0_b(
    .clk(clk),
    .i_hs(i_hs),
    .i_vs(i_vs),
    .en(en),
    .spr_seperate_case(spr_seperate_case),
    .is_boarder(is_boarder_0_b),
    .is_original(is_original_0_b),
    .is_edge(is_edge_0_b),
    .pValue_border(pValue_border_b),
    .pValue2_edge(pValue2_edge_b),
    .pValue3_edge(pValue3_edge_b),
    .pValue4_edge(pValue4_edge_b),
    .pValue5_edge(pValue5_edge_b),
    .prev(spr_core_prev_0_b),
    .curr(spr_core_curr_0_b),
    .core_out(core_out_0_b)
);
core_r c_1_b(
    .clk(clk),
    .i_hs(i_hs),
    .i_vs(i_vs),
    .en(en),
    .spr_seperate_case(spr_seperate_case),
    .is_original(is_original_1_b),
    .is_edge(is_edge_1_b),
    .pValue2_edge(pValue2_edge_b),
    .pValue3_edge(pValue3_edge_b),
    .pValue4_edge(pValue4_edge_b),
    .pValue5_edge(pValue5_edge_b),
    .prev(spr_core_prev_1_b),
    .curr(spr_core_curr_1_b),
    .core_out(core_out_1_b)
);
endmodule
```
**./run.sh**
```bash
#!/bin/bash
# OpenROAD 26Q1-2900-gdf79404cd8, Yosys 0.63+post, stock flow scripts
make -C /OpenROAD-flow-scripts/flow DESIGN_CONFIG=/design/flow/config.mk WORK_HOME=/design/flow/orfs finish
```
==> impl_metrics.toml <==
# implementation run metrics
[outcome]
status = "complete, no violations"

[setup_path]
worstSetupStartpointType = "input pin"
worstSetupEndpointType = "flop"
cp_max_fo = 3
cp.arrival_ns = 8.54
critPathKind = "input pin to flop"
cp.required_ns = 10.04

[layout]
drive_gt1_share_pct = 2.879
area.growth.synth_to_final_pct = 14.43
lay_top_cells = "inv_1, fa_1, nand2_1"
final_cells = 5935
fin_util_pct = 46.26
layout_top_cell = "inv_1"

[clocking]
clock_path_buffers = 2
holdBufCountCts = 0
cts_setup_buffers = 0
htreeDepth = 4
cts.sinks = 170
cts_root_buf = "clkbuf_16"
cts_resized = 0
cts.clk_slew.worst_paths_ns = 0.08
cts_tree = "built"
clk_latency_ns = 0.50
cts_buffers = 17

[global_route]
grt_usage_pct = 24.81
grt.busiest_layer = "met2"
grt_pass1_vias = 30684
use_met2_pct = 38.41
antenna_found_initial = 5
grt_max_degree = 48
use_met1_pct = 34.55
grt_pass1_wl_um = 171700
use_met3_pct = 6.871
grt_overflow_total = 0

[route]
vias = 30575
wirelength_um = 108100
drtAntennaViolNets = 0
antenna_cells = 0
routed_via_density = 5.152
drc = 0
wire_per_inst_um = 18.21
dr.first_iter.drc_count = 1855
drtPass1Iterations = 9

[sta]
hold_viol_final = 0
post-route-min-period_ns = 8.098
finalClockPeriodUsage_pct = 84.35
fmax_mhz = 123.5
fin_tns_setup_ns = 0
slew_violations = 0
rsz0062_at_grt = "no"
maxSlewHeadroom_pct = 23.90
worst_pin_slew_ns = 1.127
finClkSkew_ns = 0.01183
setup_viol = 0

[power_and_ir_drop]
p_per_area_mw_per_mm2 = 102.6
p_leak_nw = 19.77
ir_drop_mv = 0.1406
total_power_mw = 4.274

[synthesis]
ys.flop_type = "dfxtp_1"
avgSynthCellArea_um2 = 8.081
ys_seq_share_pct = 9.352
ys_types = 80
yosys_area_mm2 = 0.03639
synthArstFlopShare_pct = 0
yosys_cells = 4503
ys.flops = 170
synth.cell_area_mm2 = 0.03639
yosysWarnings = 4
synth-edff-count = 0
syn_inst = 4503

[placement]
routabilityCongestion = 0.9918
portBuffers = 334
dp_cells = 5903
dp.final_hpwl_um = 89250

[run]
drv_cap = 0
warnings = 73

[floorplanning]
dieArea_mm2 = 0.09219
ios = 335
initCoreUtil_pct = 40.43
die_height_um = 303.6
core-area_mm2 = 0.09001
rows = 110
die_w_um = 303.6

[min_path]
hold_path_class = "flop to flop"
-- layout make-up --
| type | instances | area [um2] |
|---|---|---|
| clock buffers | 20 | 456.7 |
| clock inverters | 12 | 157.7 |
| fillers | 8837 | 48370 |
| inverters | 819 | 3074 |
| multi-input cells | 3339 | 29260 |
| flip-flops and latches | 170 | 3403 |
| well taps | 1176 | 1471 |
| repair buffers | 399 | 3816 |
-- sequential cells by signal, indices dropped and copies added, names as in the netlist, 12 cells and up --
register / cells
c_0_b.add_r: 13
c_0_b.mult_r: 12
c_0_r.add_r: 13
c_0_r.mult_r: 12
c_1_b.add_r: 13
c_1_b.mult_r: 12
c_1_r.add_r: 13
c_1_r.mult_r: 12
-- worst paths after layout --
kind	slack, ns	endpoint	startpoint	depth (start not counted)
worst min register to register	0.46	c_0_r.mult_r[8]	c_0_r.mult_r[8]	2
worst max register to register	2.21	c_0_b.mult_r[10]	scd_0_b.is_edge_r[1]	23
worst min-delay path	0.46	c_0_r.mult_r[8]	c_0_r.mult_r[8]	2
worst max-delay path	1.50	c_1_r.mult_r[10]	pValue4_edge_r[8]	24
-- power by group --
| part | internal (mW) | total [mW] | switching (mW) |
|---|---|---|---|
| clock | 0.405 | 0.755 | 0.350 |
| combinational | 1.18 | 2.66 | 1.49 |
| sequential | 0.758 | 0.856 | 0.0976 |
| total | 2.34 | 4.27 | 1.93 |
-- per-stage QoR --
stage,hold slack (ns),setup slack (ns),cell area (um2)
after floorplan,0.4229,1.371,36390
after global placement,0.4372,1.030,41030
after detailed placement,0.4501,1.025,41030
after CTS,0.4674,1.583,41640
after global routing,0.4834,1.134,41640
final,0.4647,1.502,41640
-- synthesized netlist by cell type (all sizes together) (27+ instances only) --
| cell | n | share of area (%) |
|---|---|---|
| a222oi | 32 | 0.88 |
| fa | 460 | 25 |
| a211oi | 27 | 0.56 |
| a21oi | 186 | 2.6 |
| a21o | 77 | 1.6 |
| xor2 | 66 | 1.6 |
| o21ai | 171 | 2.4 |
| nand2 | 435 | 4.5 |
| nor3b | 27 | 0.56 |
| nor3 | 68 | 0.94 |
| mux2i | 36 | 0.99 |
| and3 | 58 | 1.0 |
| dfxtp | 170 | 9.4 |
| o21a | 39 | 0.80 |
| and2 | 322 | 5.5 |
| clkbuf | 149 | 1.5 |
| nor2 | 251 | 2.6 |
| nor2b | 43 | 0.74 |
| nand3 | 57 | 0.78 |
| nor4 | 39 | 0.67 |
| ha | 424 | 15 |
| inv | 818 | 8.4 |
| nand2b | 44 | 0.76 |
| or3 | 46 | 0.79 |
| xnor2 | 134 | 3.2 |
-- metal layers --
layer / up-vias / wire length (um)
met5: - / 15
met1: 14407 / 47340
li1: 15104 / -
met3: 162 / 7861
met4: 2 / 4345
met2: 900 / 48540
-- cell families (layout without fill, tap and decap cells) --
kind of cell	after synthesis	after routing	share of synthesized area [%]
and+or+nand+nor	1469	1469	20.60
buffers and inverters	994	1250	10.33
adders and majority gates	884	884	39.88
AOI/OAI and AO/OA	749	749	13.97
xor gates and xnor gates	201	201	4.876
DFF	170	170	9.352
muxes	36	36	0.9902
-- worst max-delay path, stage by stage --
cell,delay [ns]
clkdlybuf4s50_1,0.43
a222oi_1,0.43
o21ai_0,0.34
and2_1,0.28
fa_1,0.53
inv_1,0.05
fa_1,0.48
inv_1,0.05
fa_1,0.48
fa_1,0.54
inv_1,0.05
fa_1,0.47
inv_1,0.04
ha_1,0.31
a21oi_1,0.24
inv_1,0.06
a31oi_1,0.19
nor2b_1,0.07
o21ai_0,0.32
nor3_1,0.14
o31ai_1,0.46
nor2b_1,0.10
or4b_1,0.47
nand3_1,0.09
No activity file was given, so power comes from the tool's default toggle rates.
