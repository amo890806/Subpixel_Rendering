==> design.v <==
module de_gamma (
    input clk,
    input i_hs,
    input i_vs,
    input [10:0] de_gamma_in,
    output [7:0] de_gamma_out
);
wire [4:0] idx;
wire [10:0] pixel_in;
wire [10:0] lowLevel;
wire [10:0] highLevel;
wire [7:0] interval;
wire [3:0] shift_bit;
wire [10:0] lobound, upbound;
wire [18:0] delta_bound;
wire [10:0] lobound_w;
assign lobound_w = lobound;
reg [10:0] lobound_r, lobound_r_dly;
wire [10:0] pixel_out;
wire offset;
wire [10:0] de_gamma_out_w;
reg [7:0] de_gamma_out_r;
assign pixel_out = lobound_r_dly + delta_bound[shift_bit+:11];
assign offset = (shift_bit == 0) ? 0 : (delta_bound[shift_bit-1] == 1);
assign de_gamma_out_w = pixel_out + {10'b0, offset};
assign de_gamma_out = de_gamma_out_r;
search_idx_11bit s1(
    .clk(clk),
    .i_hs(i_hs),
    .i_vs(i_vs),
    .de_gamma_in(de_gamma_in),
    .idx(idx),
    .pixel_in(pixel_in),
    .lowLevel(lowLevel),
    .highLevel(highLevel)
);
spr_de_gamma_lut sp1(
    .idx(idx),
    .lobound(lobound),
    .upbound(upbound)
);
interpolator_11bit i1(
    .clk(clk),
    .i_hs(i_hs),
    .i_vs(i_vs),
    .pixel_in(pixel_in),
    .lowLevel(lowLevel),
    .highLevel(highLevel),
    .lobound(lobound),
    .upbound(upbound),
    .interval(interval),
    .delta_bound(delta_bound)
);
log2_8bit l1(
    .clk(clk),
    .i_hs(i_hs),
    .i_vs(i_vs),
    .interval(interval),
    .shift_bit(shift_bit)
);
always @(posedge clk) begin
    if(!i_vs)begin
        lobound_r <= 0;
        lobound_r_dly <= 0;
        de_gamma_out_r <= 0;
    end
    else if(!i_hs)begin
        lobound_r <= 0;
        lobound_r_dly <= 0;
        de_gamma_out_r <= 0;
    end
    else begin
        lobound_r <= lobound_w;
        lobound_r_dly <= lobound_r;
        de_gamma_out_r <= de_gamma_out_w>>3;
    end
end
endmodule
module interpolator_11bit (
    input clk,
    input i_hs,
    input i_vs,
    input [10:0] pixel_in,
    input [10:0] lowLevel,
    input [10:0] highLevel,
    input [10:0] lobound,
    input [10:0] upbound,
    output [7:0] interval,
    output [18:0] delta_bound
);
wire [10:0] bound_diff_w;  
wire [7:0] bound_diff_trunc_w;
wire [10:0] alpha_w;   
wire [10:0] interval_w;    
wire [7:0] interval_trunc_w;   
wire [18:0] delta_bound_w;  
reg [7:0] bound_diff_r;
reg [10:0] alpha_r;
reg [7:0] interval_r;
reg [18:0] delta_bound_r;
assign bound_diff_w = upbound - lobound;
assign bound_diff_trunc_w = (bound_diff_w << 3) >> 3;
assign alpha_w = pixel_in - lowLevel;
assign interval_w = highLevel - lowLevel;
assign interval_trunc_w = (interval_w << 3) >> 3;
assign delta_bound_w = bound_diff_r * alpha_r;
assign delta_bound = delta_bound_r;
assign interval = interval_r;
always @(posedge clk) begin
    if(!i_hs || !i_vs)begin
        bound_diff_r <= 0;
        alpha_r <= 0;
        interval_r <= 0;
        delta_bound_r <= 0;
    end
    else begin
        bound_diff_r <= bound_diff_trunc_w;
        alpha_r <= alpha_w;
        interval_r <= interval_trunc_w;
        delta_bound_r <= delta_bound_w;
    end
end
endmodule
module log2_8bit (
    input clk,
    input i_hs,
    input i_vs,
    input [7:0] interval,
    output [3:0] shift_bit
);
reg [3:0] shift_bit_w, shift_bit_r;
wire cpr0, cpr1, cpr2, cpr3, cpr4, cpr5, cpr6;
wire [6:0] sel;
assign cpr0 = (interval == 128);
assign cpr1 = (interval == 64);
assign cpr2 = (interval == 32);
assign cpr3 = (interval == 16);
assign cpr4 = (interval == 4);
assign cpr5 = (interval == 2);
assign cpr6 = (interval == 1);
assign sel = {cpr0, cpr1, cpr2, cpr3, cpr4, cpr5, cpr6};
assign shift_bit = shift_bit_r;
always @(*) begin
    case (sel)
        7'b1000000: begin
            shift_bit_w = 7;
        end
        7'b0100000: begin
            shift_bit_w = 6;
        end
        7'b0010000: begin
            shift_bit_w = 5;
        end
        7'b0001000: begin
            shift_bit_w = 4;
        end
        7'b0000100: begin
            shift_bit_w = 2;
        end
        7'b0000010: begin
            shift_bit_w = 1;
        end
        7'b0000001: begin
            shift_bit_w = 0;
        end
        default: begin
            shift_bit_w = 8;
        end
    endcase
end
always @(posedge clk) begin
    if(!i_hs || !i_vs)begin
        shift_bit_r <= 0;
    end
    else begin
        shift_bit_r <= shift_bit_w;
    end
end
endmodule
module search_idx_11bit (
    input clk,
    input i_hs,
    input i_vs,
    input [10:0] de_gamma_in,
    output [4:0] idx,
    output [10:0] pixel_in,
    output [10:0] lowLevel,
    output [10:0] highLevel
);
parameter level_0 = 11'd0;
parameter level_1 = 11'd4;
parameter level_2 = 11'd8;
parameter level_3 = 11'd12;
parameter level_4 = 11'd16;
parameter level_5 = 11'd20;
parameter level_6 = 11'd24;
parameter level_7 = 11'd28;
parameter level_8 = 11'd32;
parameter level_9 = 11'd36;
parameter level_10 = 11'd40;
parameter level_11 = 11'd44;
parameter level_12 = 11'd46;
parameter level_13 = 11'd62;
parameter level_14 = 11'd78;
parameter level_15 = 11'd94;
parameter level_16 = 11'd126;
parameter level_17 = 11'd158;
parameter level_18 = 11'd190;
parameter level_19 = 11'd254;
parameter level_20 = 11'd318;
parameter level_21 = 11'd382;
parameter level_22 = 11'd510;
parameter level_23 = 11'd638;
parameter level_24 = 11'd766;
parameter level_25 = 11'd894;
parameter level_26 = 11'd1150;
parameter level_27 = 11'd1406;
parameter level_28 = 11'd1662;
parameter level_29 = 11'd1918;
parameter level_30 = 11'd1982;
parameter level_31 = 11'd2046;
parameter level_32 = 11'd2047;
reg [4:0] idx_w, idx_r;
reg [10:0] lowLevel_w, lowLevel_r;
reg [10:0] highLevel_w, highLevel_r;
reg [10:0] pixel_in_r;
wire [31:0] mask;
wire [10:0] pixel_in_w;
assign pixel_in_w = de_gamma_in;
assign mask[31] = pixel_in_w >= level_31;
assign mask[30] = pixel_in_w >= level_30;
assign mask[29] = pixel_in_w >= level_29;
assign mask[28] = pixel_in_w >= level_28;
assign mask[27] = pixel_in_w >= level_27;
assign mask[26] = pixel_in_w >= level_26;
assign mask[25] = pixel_in_w >= level_25;
assign mask[24] = pixel_in_w >= level_24;
assign mask[23] = pixel_in_w >= level_23;
assign mask[22] = pixel_in_w >= level_22;
assign mask[21] = pixel_in_w >= level_21;
assign mask[20] = pixel_in_w >= level_20;
assign mask[19] = pixel_in_w >= level_19;
assign mask[18] = pixel_in_w >= level_18;
assign mask[17] = pixel_in_w >= level_17;
assign mask[16] = pixel_in_w >= level_16;
assign mask[15] = pixel_in_w >= level_15;
assign mask[14] = pixel_in_w >= level_14;
assign mask[13] = pixel_in_w >= level_13;
assign mask[12] = pixel_in_w >= level_12;
assign mask[11] = pixel_in_w >= level_11;
assign mask[10] = pixel_in_w >= level_10;
assign mask[9] = pixel_in_w >= level_9;
assign mask[8] = pixel_in_w >= level_8;
assign mask[7] = pixel_in_w >= level_7;
assign mask[6] = pixel_in_w >= level_6;
assign mask[5] = pixel_in_w >= level_5;
assign mask[4] = pixel_in_w >= level_4;
assign mask[3] = pixel_in_w >= level_3;
assign mask[2] = pixel_in_w >= level_2;
assign mask[1] = pixel_in_w >= level_1;
assign mask[0] = pixel_in_w >= level_0;
assign idx = idx_r;
assign pixel_in = pixel_in_r;
assign lowLevel = lowLevel_r;
assign highLevel = highLevel_r;
always @(*) begin
    case (mask)
        32'hFFFFFFFF: begin
            idx_w = 31;
            highLevel_w = level_32;
            lowLevel_w = level_31;
        end
        32'h7FFFFFFF: begin
            idx_w = 30;
            highLevel_w = level_31;
            lowLevel_w = level_30;
        end 
        32'h3FFFFFFF: begin
            idx_w = 29;
            highLevel_w = level_30;
            lowLevel_w = level_29;
        end 
        32'h1FFFFFFF: begin
            idx_w = 28;
            highLevel_w = level_29;
            lowLevel_w = level_28;
        end 
        32'h0FFFFFFF: begin
            idx_w = 27;
            highLevel_w = level_28;
            lowLevel_w = level_27;
        end 
        32'h07FFFFFF: begin
            idx_w = 26;
            highLevel_w = level_27;
            lowLevel_w = level_26;
        end 
        32'h03FFFFFF: begin
            idx_w = 25;
            highLevel_w = level_26;
            lowLevel_w = level_25;
        end 
        32'h01FFFFFF: begin
            idx_w = 24;
            highLevel_w = level_25;
            lowLevel_w = level_24;
        end 
        32'h00FFFFFF: begin
            idx_w = 23;
            highLevel_w = level_24;
            lowLevel_w = level_23;
        end 
        32'h007FFFFF: begin
            idx_w = 22;
            highLevel_w = level_23;
            lowLevel_w = level_22;
        end 
        32'h003FFFFF: begin
            idx_w = 21;
            highLevel_w = level_22;
            lowLevel_w = level_21;
        end 
        32'h001FFFFF: begin
            idx_w = 20;
            highLevel_w = level_21;
            lowLevel_w = level_20;
        end 
        32'h000FFFFF: begin
            idx_w = 19;
            highLevel_w = level_20;
            lowLevel_w = level_19;
        end 
        32'h0007FFFF: begin
            idx_w = 18;
            highLevel_w = level_19;
            lowLevel_w = level_18;
        end 
        32'h0003FFFF: begin
            idx_w = 17;
            highLevel_w = level_18;
            lowLevel_w = level_17;
        end 
        32'h0001FFFF: begin
            idx_w = 16;
            highLevel_w = level_17;
            lowLevel_w = level_16;
        end 
        32'h0000FFFF: begin
            idx_w = 15;
            highLevel_w = level_16;
            lowLevel_w = level_15;
        end 
        32'h00007FFF: begin
            idx_w = 14;
            highLevel_w = level_15;
            lowLevel_w = level_14;
        end 
        32'h00003FFF: begin
            idx_w = 13;
            highLevel_w = level_14;
            lowLevel_w = level_13;
        end 
        32'h00001FFF: begin
            idx_w = 12;
            highLevel_w = level_13;
            lowLevel_w = level_12;
        end 
        32'h00000FFF: begin
            idx_w = 11;
            highLevel_w = level_12;
            lowLevel_w = level_11;
        end 
        32'h000007FF: begin
            idx_w = 10;
            highLevel_w = level_11;
            lowLevel_w = level_10;
        end 
        32'h000003FF: begin
            idx_w = 9;
            highLevel_w = level_10;
            lowLevel_w = level_9;
        end 
        32'h000001FF: begin
            idx_w = 8;
            highLevel_w = level_9;
            lowLevel_w = level_8;
        end 
        32'h000000FF: begin
            idx_w = 7;
            highLevel_w = level_8;
            lowLevel_w = level_7;
        end 
        32'h0000007F: begin
            idx_w = 6;
            highLevel_w = level_7;
            lowLevel_w = level_6;
        end 
        32'h0000003F: begin
            idx_w = 5;
            highLevel_w = level_6;
            lowLevel_w = level_5;
        end 
        32'h0000001F: begin
            idx_w = 4;
            highLevel_w = level_5;
            lowLevel_w = level_4;
        end 
        32'h0000000F: begin
            idx_w = 3;
            highLevel_w = level_4;
            lowLevel_w = level_3;
        end 
        32'h00000007: begin
            idx_w = 2;
            highLevel_w = level_3;
            lowLevel_w = level_2;
        end 
        32'h00000003: begin
            idx_w = 1;
            highLevel_w = level_2;
            lowLevel_w = level_1;
        end 
        32'h00000001: begin
            idx_w = 0;
            highLevel_w = level_1;
            lowLevel_w = level_0;
        end 
        default: begin
            idx_w = idx_r;
            highLevel_w = highLevel_r;
            lowLevel_w = lowLevel_r;
        end
    endcase
end
always @(posedge clk) begin
    if(!i_vs)begin
    	idx_r <= 0;
        lowLevel_r <= 0;
        highLevel_r <= 0;
        pixel_in_r <= 0;
    end
    else if(!i_hs)begin
    	idx_r <= 0;
        lowLevel_r <= 0;
        highLevel_r <= 0;
        pixel_in_r <= 0;
    end
    else begin
        idx_r <= idx_w;
        lowLevel_r <= lowLevel_w;
        highLevel_r <= highLevel_w;
        pixel_in_r <= pixel_in_w;
    end
end
endmodule
module spr_de_gamma (
    input clk,
    input i_hs,
    input i_vs,
    input [87:0] spr_de_gamma_in,      
    output [63:0] spr_de_gamma_out      
);
wire [10:0] de_gamma_0_r_in, de_gamma_1_r_in;
wire [10:0] de_gamma_0_b_in, de_gamma_1_b_in;
wire [10:0] de_gamma_0_g_in, de_gamma_1_g_in, de_gamma_2_g_in, de_gamma_3_g_in;
wire [7:0] de_gamma_0_r_out, de_gamma_1_r_out;
wire [7:0] de_gamma_0_b_out, de_gamma_1_b_out;
wire [7:0] de_gamma_0_g_out, de_gamma_1_g_out, de_gamma_2_g_out, de_gamma_3_g_out;
assign de_gamma_0_r_in = spr_de_gamma_in[10:0];
assign de_gamma_1_r_in = spr_de_gamma_in[21:11];
assign de_gamma_0_g_in = spr_de_gamma_in[32:22];
assign de_gamma_1_g_in = spr_de_gamma_in[43:33];
assign de_gamma_2_g_in = spr_de_gamma_in[54:44];
assign de_gamma_3_g_in = spr_de_gamma_in[65:55];
assign de_gamma_0_b_in = spr_de_gamma_in[76:66];
assign de_gamma_1_b_in = spr_de_gamma_in[87:77];
assign spr_de_gamma_out = {de_gamma_1_b_out, de_gamma_0_b_out, de_gamma_3_g_out, de_gamma_2_g_out, 
                            de_gamma_1_g_out, de_gamma_0_g_out, de_gamma_1_r_out, de_gamma_0_r_out};
de_gamma dg_0_r(
    .clk(clk),
    .i_hs(i_hs),
    .i_vs(i_vs),
    .de_gamma_in(de_gamma_0_r_in),
    .de_gamma_out(de_gamma_0_r_out)
);
de_gamma dg_1_r(
    .clk(clk),
    .i_hs(i_hs),
    .i_vs(i_vs),
    .de_gamma_in(de_gamma_1_r_in),
    .de_gamma_out(de_gamma_1_r_out)
);
de_gamma dg_0_g(
    .clk(clk),
    .i_hs(i_hs),
    .i_vs(i_vs),
    .de_gamma_in(de_gamma_0_g_in),
    .de_gamma_out(de_gamma_0_g_out)
);
de_gamma dg_1_g(
    .clk(clk),
    .i_hs(i_hs),
    .i_vs(i_vs),
    .de_gamma_in(de_gamma_1_g_in),
    .de_gamma_out(de_gamma_1_g_out)
);
de_gamma dg_2_g(
    .clk(clk),
    .i_hs(i_hs),
    .i_vs(i_vs),
    .de_gamma_in(de_gamma_2_g_in),
    .de_gamma_out(de_gamma_2_g_out)
);
de_gamma dg_3_g(
    .clk(clk),
    .i_hs(i_hs),
    .i_vs(i_vs),
    .de_gamma_in(de_gamma_3_g_in),
    .de_gamma_out(de_gamma_3_g_out)
);
de_gamma dg_0_b(
    .clk(clk),
    .i_hs(i_hs),
    .i_vs(i_vs),
    .de_gamma_in(de_gamma_0_b_in),
    .de_gamma_out(de_gamma_0_b_out)
);
de_gamma dg_1_b(
    .clk(clk),
    .i_hs(i_hs),
    .i_vs(i_vs),
    .de_gamma_in(de_gamma_1_b_in),
    .de_gamma_out(de_gamma_1_b_out)
);
endmodule
module spr_de_gamma_lut (
    input [4:0] idx,
    output [10:0] lobound,
    output [10:0] upbound
);
wire [4:0] odd_idx;
wire [5:0] even_idx;
assign odd_idx = (idx[0]) ? idx : idx+1;
assign even_idx = (idx[0]) ? idx+1 : idx;
reg [10:0] spr_gamma_odd, spr_gamma_even;
assign lobound = (idx[0]) ? spr_gamma_odd : spr_gamma_even;
assign upbound = (idx[0]) ? spr_gamma_even : spr_gamma_odd;
always @(*) begin
    case(odd_idx)
        1: spr_gamma_odd = 11'd32;
        3: spr_gamma_odd = 11'd96;
        5: spr_gamma_odd = 11'd160;
        7: spr_gamma_odd = 11'd224;
        9: spr_gamma_odd = 11'd288;
        11: spr_gamma_odd = 11'd352;
        13: spr_gamma_odd = 11'd416;
        15: spr_gamma_odd = 11'd502;
        17: spr_gamma_odd = 11'd636;
        19: spr_gamma_odd = 11'd790;
        21: spr_gamma_odd = 11'd952;
        23: spr_gamma_odd = 11'd1200;
        25: spr_gamma_odd = 11'd1400;
        27: spr_gamma_odd = 11'd1720;
        29: spr_gamma_odd = 11'd1980;
        31: spr_gamma_odd = 11'd2038;
        default: spr_gamma_odd = 0;
    endcase
end
always @(*) begin
    case(even_idx)
        0: spr_gamma_even = 11'd0;
        2: spr_gamma_even = 11'd64;
        4: spr_gamma_even = 11'd128;
        6: spr_gamma_even = 11'd192;
        8: spr_gamma_even = 11'd256;
        10: spr_gamma_even = 11'd320;
        12: spr_gamma_even = 11'd364;
        14: spr_gamma_even = 11'd462;
        16: spr_gamma_even = 11'd574;
        18: spr_gamma_even = 11'd692;
        20: spr_gamma_even = 11'd876;
        22: spr_gamma_even = 11'd1084;
        24: spr_gamma_even = 11'd1304;
        26: spr_gamma_even = 11'd1570;
        28: spr_gamma_even = 11'd1856;
        30: spr_gamma_even = 11'd2010;
        32: spr_gamma_even = 11'd2040;
        default: spr_gamma_even = 0;
    endcase
end
endmodule
==> run.sh <==
#!/bin/bash
# OpenROAD 26Q1-2900-gdf79404cd8, Yosys 0.63+post, stock flow scripts
make -C /OpenROAD-flow-scripts/flow DESIGN_CONFIG=/design/flow/config.mk WORK_HOME=/design/flow/orfs finish
==> config.mk <==
export PLATFORM = sky130hd
export DESIGN_NAME = spr_de_gamma
export DESIGN_NICKNAME = spr_de_gamma
export VERILOG_FILES = /design/flow/design.v
export SDC_FILE = /design/flow/constraint.sdc
export NUM_CORES = 4
export LEC_CHECK = 1
export CORE_UTILIZATION = 40
export SYNTH_MEMORY_MAX_BITS = 65536
==> constraint.sdc <==
current_design spr_de_gamma

set clk_period 17.6
set clk_io_pct 0.2

create_clock -name clk0 -period $clk_period [get_ports {clk}]

set non_clock_inputs [all_inputs -no_clocks]
set_input_delay [expr $clk_period * $clk_io_pct] -clock clk0 $non_clock_inputs
set_output_delay [expr $clk_period * $clk_io_pct] -clock clk0 [all_outputs]
==> impl_results.html <==
<h3>Run summary</h3>
<table>
<tr><th>Metric</th><th>Value</th></tr>
<tr><th colspan="2">Power</th></tr>
<tr><td>Pwr/cell area</td><td>72.1 mW/mm^2</td></tr>
<tr><td>Worst-case vdd ir drop</td><td>0.0000768 V</td></tr>
<tr><td>Combinational Power Share</td><td>21.6%</td></tr>
<tr><td>Static leakage power</td><td>35.5 nW</td></tr>
<tr><td>Switching Power</td><td>1.75 mW</td></tr>
<tr><td>Seq pwr share</td><td>39.4%</td></tr>
<tr><td>Switching power share of the total</td><td>30.7%</td></tr>
<tr><td>Clock Power Share</td><td>39.0%</td></tr>
<tr><td>Internal power</td><td>3.95 mW</td></tr>
<tr><th colspan="2">GRT</th></tr>
<tr><td>Overflow left after global routing</td><td>0</td></tr>
<tr><td>Maximum number of pins on one net before global-route repair</td><td>138</td></tr>
<tr><td>Via count of the first global-routing pass</td><td>55,600</td></tr>
<tr><td>Antenna violations before repair</td><td>14</td></tr>
<tr><td>First-pass GRT wire length</td><td>288 mm</td></tr>
<tr><td>GRT Total Usage</td><td>19.8%</td></tr>
<tr><th colspan="2">Routing</th></tr>
<tr><td>WL per Instance</td><td>15.8 um</td></tr>
<tr><td>First-iteration detailed-routing DRC count</td><td>3,385</td></tr>
<tr><td>Detailed-routing iteration count for the pre-antenna-repair pass</td><td>6</td></tr>
<tr><td>Routed via count</td><td>57,900</td></tr>
<tr><td>Avg Vias per Cell</td><td>5.27</td></tr>
<tr><td>DR DRC count</td><td>0</td></tr>
<tr><td>Detail Route Antenna Nets</td><td>0</td></tr>
<tr><td>Final WL</td><td>174 mm</td></tr>
<tr><th colspan="2">Finish</th></tr>
<tr><td>Area Overhead vs Synth</td><td>9.23%</td></tr>
<tr><td>Finished Cell Area</td><td>0.0791 sq mm</td></tr>
<tr><td>Share of layout cells above drive strength 1</td><td>5.08%</td></tr>
<tr><th colspan="2">STA</th></tr>
<tr><td>Count of endpoints failing hold in the final timing report</td><td>0</td></tr>
<tr><td>Worst hold slack</td><td>450 ps</td></tr>
<tr><td>Unrepaired setup endpoints after global routing</td><td>no</td></tr>
<tr><td>Slew Viols, Final</td><td>0</td></tr>
<tr><td>Maximum clock frequency</td><td>0.153 GHz</td></tr>
<tr><td>Final tally of setup violations</td><td>0</td></tr>
<tr><td>Worst relative slew slack</td><td>38.4%</td></tr>
<tr><td>Worst clock skew</td><td>35.7 ps</td></tr>
<tr><td>Setup tns final</td><td>0 ps</td></tr>
<tr><td>Actual transition at the worst max-transition pin</td><td>916 ps</td></tr>
<tr><td>Fin crit share</td><td>37.1%</td></tr>
<tr><td>Shortest clock period the worst path allows after layout</td><td>6530 ps</td></tr>
<tr><th colspan="2">Die</th></tr>
<tr><td>Core Rows</td><td>155</td></tr>
<tr><td>Area of the core region</td><td>0.179 sq mm</td></tr>
<tr><td>Die Span Y</td><td>428 um</td></tr>
<tr><td>Die footprint</td><td>0.183 sq mm</td></tr>
<tr><td>Floorplan Utilization</td><td>40.4%</td></tr>
<tr><td>Die width</td><td>428 um</td></tr>
<tr><td>Total I/O pin count</td><td>155</td></tr>
<tr><th colspan="2">Synthesis</th></tr>
<tr><td>Total of flip-flops plus latches after synthesis</td><td>880</td></tr>
<tr><td>Yosys cell count</td><td>8,719</td></tr>
<tr><td>Synth area leader</td><td>dfxtp_1</td></tr>
<tr><td>Main area contributors after synthesis</td><td>dfxtp_1 24%, ha_1 12%, fa_1 11%, and2_1 4.7%, nor2_1 4.3%</td></tr>
<tr><td>Mean instance size in the synthesized netlist</td><td>8.31 sq um</td></tr>
<tr><td>Most frequent cells after synthesis</td><td>880 x dfxtp_1, 834 x nor2_1, 785 x inv_1</td></tr>
<tr><td>Ys Warns</td><td>5</td></tr>
<tr><td>Sequential area share after synthesis</td><td>24.3%</td></tr>
<tr><td>Gate count after technology mapping</td><td>8,719</td></tr>
<tr><td>Top cell area share</td><td>24.3%</td></tr>
<tr><td>Post-synth area from yosys stat</td><td>0.0724 sq mm</td></tr>
<tr><td>Dominant register cell in the synthesized netlist</td><td>dfxtp_1</td></tr>
<tr><td>Netlist cell types</td><td>89</td></tr>
<tr><td>Synth async-reset ratio</td><td>0%</td></tr>
<tr><td>Most common cell in the netlist</td><td>dfxtp_1</td></tr>
<tr><td>Number of enable flip-flop cells</td><td>0</td></tr>
<tr><td>Area of the mapped netlist</td><td>0.0724 sq mm</td></tr>
<tr><th colspan="2">Clock tree</th></tr>
<tr><td>Total CTS buffers</td><td>103</td></tr>
<tr><td>Clock latency of the later-clocked register in the worst-skew pair</td><td>740 ps</td></tr>
<tr><td>Post-CTS Hold Fix Bufs</td><td>0</td></tr>
<tr><td>Clock Tree Root</td><td>clkbuf_16</td></tr>
<tr><td>Number of gates resized after CTS</td><td>0</td></tr>
<tr><td>Level count of the clock H-tree</td><td>3</td></tr>
<tr><td>CTS sink count</td><td>880</td></tr>
<tr><td>Buffers from clock root to sink, at most</td><td>3</td></tr>
<tr><td>CTS tree</td><td>built</td></tr>
<tr><td>Clock transition at the register clock pins on the worst setup and hold paths after CTS</td><td>60 ps</td></tr>
<tr><td>Number of setup buffers added after CTS</td><td>0</td></tr>
<tr><th colspan="2">Run</th></tr>
<tr><td>Max-cap check violation count</td><td>0</td></tr>
<tr><td>Number of OpenROAD warnings</td><td>107</td></tr>
<tr><th colspan="2">Critical path</th></tr>
<tr><td>Startpoint type of the worst setup path</td><td>input port</td></tr>
<tr><td>Origin of the worst setup path</td><td>spr_de_gamma_in[71]</td></tr>
<tr><td>Critical path start-end classification</td><td>in -&gt; reg</td></tr>
<tr><td>Worst reg2reg endpoint</td><td>dg_1_g.i1.delta_bound_r[18]</td></tr>
<tr><td>Arrival @ worst endpoint</td><td>7160 ps</td></tr>
<tr><td>Type of element capturing the critical path</td><td>register</td></tr>
<tr><td>Slack of the worst reg-to-reg path</td><td>12,290 ps</td></tr>
<tr><td>Worst R2R Path Depth</td><td>18</td></tr>
<tr><td>Critical Path Fanout Max</td><td>21</td></tr>
<tr><td>Worst r2r src</td><td>dg_1_g.i1.bound_diff_r[6]</td></tr>
<tr><td>Critical path required time</td><td>18,230 ps</td></tr>
<tr><th colspan="2">Worst hold path</th></tr>
<tr><td>Hold Path Cell Cnt</td><td>1</td></tr>
<tr><td>Hold path endpoint</td><td>dg_1_b.lobound_r_dly[2]</td></tr>
<tr><td>Hold crit path type</td><td>reg -&gt; reg</td></tr>
<tr><td>Beginning of the worst hold path</td><td>dg_1_b.lobound_r[2]</td></tr>
<tr><th colspan="2">Status</th></tr>
<tr><td>Status</td><td>finished, final reports clean</td></tr>
<tr><th colspan="2">Placed design</th></tr>
<tr><td>Port Buffer Count</td><td>154</td></tr>
<tr><td>Post-placement cell area</td><td>0.0755 sq mm</td></tr>
<tr><td>DP Wirelength</td><td>131 mm</td></tr>
<tr><td>Gpl congestion</td><td>0.932</td></tr>
</table>
==> layout make-up <==
cell class,instances,area [sq um]
Timing Repair Buffer,222,2080
Antenna cell,8,20.0
Inverter,800,3000
Multi-Input combinational cell,6544,49900
Tap cell,2355,2950
Clock inverter,48,604
Fill cell,17200,100000
Sequential cell,880,17600
Clock buffer,141,2960
==> through the flow <==
step | instances | power (mW) | worst slack, ps | util (%)
2_1_floorplan | 8719 | 3.21 | 11890 | -
3_3_place_gp | 10800 | 3.52 | 10390 | 42.2
3_5_place_dp | 10800 | 3.53 | 10420 | 42.2
4_1_cts | 11000 | 5.79 | 11200 | 44.1
5_1_grt | 11000 | 6.06 | 10850 | 44.2
6_report | 11000 | 5.70 | 11070 | 44.2
==> logic make-up (layout without fill, tap and decap cells) <==
| kind of cell | count (synthesis) | count (layout) | share of synthesized area [%] |
|---|---|---|---|
| muxes | 307 | 307 | 5.72 |
| AOI/OAI and AO/OA | 1791 | 1791 | 15.3 |
| buffers and inverters | 1295 | 1211 | 6.82 |
| other | 0 | 8 | 0 |
| adders and majority gates | 1085 | 1085 | 22.7 |
| and+or+nand+nor | 2932 | 2932 | 19.9 |
| xor gates and xnor gates | 429 | 429 | 5.19 |
| DFF | 880 | 880 | 24.3 |
==> layer usage <==
layer	track usage, %	vias up	share of wire (%)
met2	31.9	1165	47
met3	3.00	255	4.3
met1	28.4	27200	46
met4	5.02	0	2.8
li1	-	29300	-
met5	0	-	0
==> worst max-delay path by stage <==
stage | cells after the start | slack [ps] | endpoint
6_report | 11 | 11070 | dg_0_b.s1.highLevel_r[5]
5_1_grt | 11 | 10850 | dg_0_b.s1.highLevel_r[5]
4_1_cts | 11 | 11200 | dg_0_b.s1.highLevel_r[5]
==> cells in the final DEF (no fill, tap or decap), types with 80 or more instances in the layout <==
cell,netlist,layout
a21o_1,89,89
a21oi_1,563,563
a31oi_1,105,105
and2_1,544,543
and3_1,266,266
clkbuf_16,0,104
clkdlybuf4s50_1,0,152
dfxtp_1,880,880
fa_1,384,384
ha_1,697,697
inv_1,785,785
mux2i_1,181,181
mux4_2,80,80
nand2_1,616,615
nand2b_1,91,91
nand3_1,123,123
nor2_1,834,834
nor2b_1,123,123
nor3_1,171,171
o21ai_0,465,465
xnor2_1,284,284
xor2_1,145,145
==> power by group through the flow <==
stage / clock, mW / combinational, mW / sequential, mW
4_1_cts: 2.30 / 1.24 / 2.25
5_1_grt: 2.38 / 1.41 / 2.27
6_report: 2.22 / 1.23 / 2.25
==> registers in the layout, summed over array words and instances, names as in the netlist, 18 cells and up <==
signal                   count
dg_0_b.i1.delta_bound_r     18
dg_2_g.i1.delta_bound_r     18
dg_1_g.i1.delta_bound_r     18
dg_3_g.i1.delta_bound_r     18
dg_1_r.i1.delta_bound_r     18
dg_1_b.i1.delta_bound_r     18
dg_0_g.i1.delta_bound_r     18
dg_0_r.i1.delta_bound_r     18
==> worst max-delay path, cell delays in order <==
cell             delay [ps]
clkdlybuf4s50_1         930
nand2_1                 220
nor2_1                  550
nand2_1                 440
a31oi_1                 280
nor2_1                   60
o21ai_0                 170
o41ai_1                 130
or3_1                   410
or3_1                   360
o21ai_0                  80
Power is estimated from default activity; no workload was simulated.
